--- design/flow/design.v ---
`timescale 1ns / 1ps
module wave(
    input sw, freeze,
    input clk,
    input [11:0] mic_in,
    input [6:0] x, y,
    output [15:0] oled_data
    );
    reg [11:0] mic_data [96-1:0];
    integer i;
    initial begin
        for (i = 0; i < 96; i = i+1) begin
            mic_data[i] = 0;
        end
    end
    wire [5:0] num;  
    reg [6:0] countx = 0;  
    always @ (posedge clk) begin
        countx <= countx == 96 - 1 ? 0 : countx + 1;
        mic_data[countx] <= freeze ? mic_data[countx] : countx < 96 - 1 ? mic_data[countx+1] : mic_in;
    end
    wave_pos w0(sw, mic_data[x], y, oled_data);
endmodule
`timescale 1ns / 1ps
module wave_pos(
    input sw,
    input [11:0] mic_data,
    input [6:0] y,
    output [15:0] oled_data    
    );
    localparam barRange = 21;
    localparam greRange = 10;
    localparam yelRange = 20;
    wire [6:0] yreflect;
    reg [5:0] num, transnum;  
    reg ygre, yyel, yred;
    assign yreflect = 64 - 1 - y;
    always @ (*) begin
        if (sw) begin
            num = (mic_data[11] ? mic_data[10:5] : 0);
            if (yreflect < num) begin
                ygre = (num >= 1 && num <= barRange);
                yyel = (num >= 1+barRange && num <= 2*barRange);
                yred = (num >= 1+2*barRange);
            end else begin
                ygre = 0;
                yyel = 0;
                yred = 0;
            end
        end else begin
            num = mic_data[11:6];
            transnum = num > 64/2 ? num : 64 - num;  
            if (yreflect < transnum && yreflect > 64 - transnum) begin
                ygre = (transnum <= 64/2 + greRange && transnum >= 64/2 - greRange);
                yyel = !ygre && (transnum <= 64/2 + yelRange && transnum >= 64/2 - yelRange);
                yred = !yyel && (transnum > 64/2 + yelRange && transnum < 64/2 - yelRange);
            end else begin
                ygre = 0;
                yyel = 0;
                yred = 0;
            end
        end
    end
    assign oled_data = ygre ? 16'b00000_111111_00000 : yyel ? 16'b11111_111111_00000 : yred ? 16'b11111_000000_00000 :
                       sw && !num && !yreflect || 
                       !sw && num == 64/2 && yreflect == 64/2 ? ~16'b0 : 16'b0;
endmodule
--- design/flow/run.sh ---
#!/bin/bash
# OpenROAD 26Q1-2900-gdf79404cd8, Yosys 0.63+post, stock flow scripts
make -C /OpenROAD-flow-scripts/flow DESIGN_CONFIG=/design/flow/config.mk WORK_HOME=/design/flow/orfs finish
--- design/flow/config.mk ---
export PLATFORM = sky130hd
export DESIGN_NAME = wave
export DESIGN_NICKNAME = wave
export VERILOG_FILES = /design/flow/design.v
export SDC_FILE = /design/flow/constraint.sdc
export NUM_CORES = 4
export LEC_CHECK = 1
export CORE_UTILIZATION = 30
--- design/flow/constraint.sdc ---
current_design wave

set clk_period 30.7
set clk_io_pct 0.2

create_clock -name clk0 -period $clk_period [get_ports {clk}]

set non_clock_inputs [all_inputs -no_clocks]
set_input_delay [expr $clk_period * $clk_io_pct] -clock clk0 $non_clock_inputs
set_output_delay [expr $clk_period * $clk_io_pct] -clock clk0 [all_outputs]
==> job_summary.md <==
## Synthesis and layout report

| Metric | Value |
|---|---|
| Synthesized registers | `679` |
| Die height | `334.2 µm` |
| Synth area leader | `edfxtp_1` |
| Power per cell area | `51.40 mW/mm²` |
| Detailed placer's ending HPWL | `63,130 µm` |
| Pleak | `8.843 nW` |
| Power share of the combinational group | `5.1%` |
| Post-route DRC | `0` |
| Routed Antenna Nets | `0` |
| Final min period | `20.19 ns` |
| Post-layout period usage | `65.77%` |
| Hold Vio Cnt, Final | `0` |
| Critical path class | `input pin to output pin` |
| Final setup vio count | `0` |
| Log Warnings | `31` |
| Power, Total | `1.940 mW` |
| Cell Count, Final, Fillers Out | `3,360` |
| # rows | `121` |
| CP most frequent cell | `o21a_1` |
| Wire per inst | `28.26 µm` |
| Initial antenna violation count | `4` |
| Mean Syn Cell Area | `18.90 µm²` |
| CTS buffer count | `70` |
| First drt pass iteration count | `7` |
| Cell area after layout | `0.03775 mm²` |
| Number of global-route vias before repair | `20.67k` |
| Root Driver | `clkbuf_16` |
| Yosys stat area | `0.03311 mm²` |
| Sequential share of power | `51.7%` |
| Slew Viols, Final | `0` |
| Vias per cell | `5.472` |
| Post-synth EDFFs | `672` |
| Peak Freq | `49.52 MHz` |
| CTS tree | `done` |
| RD Place Congestion | `0.9244` |
| Post-CTS sizing | `0` |
| Max-cap violation count | `0` |
| Post-Place Cells | `3,233` |
| Largest net degree at the start of global routing | `81` |
| Internal Power | `1.532 mW` |
| Critical Path Start Type | `input pin` |
| IO buf count | `39` |
| Slowest-stage cell, CP | `buf_4` |
| Vias | `18.39k` |
| Die W | `334.2 µm` |
| Post-synth seq share | `61.37%` |
| Psw | `0.4084 mW` |
| Synth warn | `2` |
| CTS sink count | `679` |
| Initial drt markers | `1,258` |
| P&R area growth vs syn | `14.00%` |
| Cell Type Count | `71` |
| Gr usage total | `18.42%` |
| Hold crit path type | `flip-flop to flip-flop` |
| Clock Path Buffers | `3` |
| Setup Buffers After CTS | `0` |
| DP Area | `0.03551 mm²` |
| Mapped Area | `0.03311 mm²` |
| Core area | `0.1092 mm²` |
| Gate Count Post-Synth | `1,752` |
| Post-Route Setup TNS | `0 ns` |
| Critical Path End Type | `output pin` |
| Peak VDD IR | `37.70 µV` |
| H-tree Lvls | `3` |
| Gr ovfl total | `0` |
| Outcome | `finished clean` |
| Share of synthesized registers carrying an async set or reset | `0%` |
| Hold slack | `0.5697 ns` |
| Crit path max fanout | `34` |
| Slew HR | `17.26%` |
| Ys flop type | `edfxtp_1` |
| Slew @ Worst Pin | `1.241 ns` |
| Worst-path clk slew | `0.06 ns` |
| Pre-Place Util | `30.33%` |
| Area leader share | `60.94%` |
| Layout cells sized above 1 | `32.89%` |
| Clk pwr share | `43.2%` |
| Final clock skew | `0.02979 ns` |
| Die Area | `0.1117 mm²` |
| Required time of the critical path | `24.56 ns` |
| I/O pins | `45` |
| Max incr delay on CP | `0.65 ns` |
| RSZ-0062 raised after global routing | `false` |
| Worst skew pair latency | `0.63 ns` |
| Crit path DAT | `14.05 ns` |
| # hold bufs at CTS | `0` |
| Ys cells | `1,752` |
| Sw Share | `21.05%` |
| Global-route wire length before repair | `138,900 µm` |
| Cell area leaders | `edfxtp_1 61%, mux4_2 26%, mux2i_1 1.8%` |
| Total wire length | `94,960 µm` |
[cell usage after synthesis, drive strengths merged, types with 19 or more instances]
cell    number
a22oi       23
buf         76
clkbuf      62
edfxtp     672
ha          19
mux2i       61
mux4       375
nand2       54
nand3       24
nor2       137
nor2b       23
o21ai       20
[power groups by stage]
| stage | clock, mW | sequential, mW | combinational [mW] |
|---|---|---|---|
| 4_1_cts | 0.852 | 1.00 | 0.100 |
| 5_1_grt | 0.885 | 1.00 | 0.108 |
| 6_report | 0.838 | 1.00 | 0.0998 |
[state kept, by name (all words and copies together) (netlist names)]
register and cells:
mic_data 672, countx 7
[cell type report]
type	instances	area [µm²]
Inverter	17	63.81
Antenna cell	2	5.005
Multi-Input combinational cell	918	12090
Tap cell	1476	1847
Timing Repair Buffer	143	1190
Fill cell	9975	71410
Sequential cell	679	20320
Clock inverter	39	380.4
Clock buffer	86	1854
[layout by cell type (no fill, tap or decap), drive strengths merged, types with 5 or more instances in the layout]
master           n
dfxtp            7
nor3             6
bufinv           7
clkbuf          86
a21oi           18
xnor2           13
nand2           54
and3             9
buf            109
nand4           10
a22oi           23
nand3           24
inv             19
xor2             5
a22o             8
a221oi           6
ha              19
mux2             5
clkinv          28
a211oi           7
o21a             5
nor2           137
edfxtp         672
nand2b          18
o21ai           20
nor2b           23
mux2i           61
mux4           375
clkdlybuf4s50   34
a31oi            8
[layer usage]
metal | vias up | wire length (µm) | share of wire (%) | GRT usage [%]
li1 | 7591 | - | - | -
met1 | 9351 | 31220 | 33 | 20.49
met2 | 1279 | 44180 | 47 | 27.67
met3 | 156 | 16460 | 17 | 14.38
met4 | 10 | 2928 | 3.1 | 4.499
met5 | - | 177 | 0.19 | 1.172
[worst paths after layout]
check	cells past startpoint	from	to	slack [ns]
setup / recovery	28	x[1]	oled_data[9]	10.51
hold / removal	1	countx[4]	countx[4]	0.57
setup reg to reg	10	countx[0]	mic_data[58][10]	25.34
hold reg to reg	1	countx[4]	countx[4]	0.57
[worst max-delay path: cells and delay by family]
kind	cells	cell delay [ns]
and+or+nand+nor	5	0.84
muxes	3	1.49
AOI/OAI and AO/OA	11	1.89
xor gates and xnor gates	1	0.19
buffers and inverters	6	2.77
adders and majority gates	2	0.55
[logic make-up after synthesis]
kind of cell    Yosys count  share of synthesized area [%]
flops                   679                          61.37
mux                     441                          27.52
simple gates            309                          4.432
buf+inv                 155                          2.509
compound gates          130                          2.921
fa+ha+maj                20                         0.7520
xor+xnor                 18                         0.4988
[through the flow]
stage	utilization, %	setup slack [ns]
after global routing	34.58	9.813
final	34.58	10.51
after CTS	34.58	10.38
after floorplan	-	13.59
after detailed placement	32.53	10.39
after global placement	32.53	10.42
No activity file was given, so power comes from the tool's default toggle rates.
