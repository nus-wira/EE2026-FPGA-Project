==> design.v <==
`timescale 1ns / 1ps
module airHockeyPaddles(
    input btnU, btnD, clkPaddle, sw, rst,
    input [6:0] x, y,
    input [3:0] num,
    output userPaddleAppear, audioPaddleAppear,  
    output reg [6:0] userPaddleX, userPaddleY, audioPaddleX, audioPaddleY,
    output [15:0] userPaddle_col, audioPaddle_col
    );
    reg [6:0] audioPaddleInitial = 64 - 20/2;
    wire [3:0] UP;
    wire [3:0] AP;
    assign UP[0] = x >= userPaddleX - (3/2);
    assign UP[1] = x <= userPaddleX + (3/2);
    assign UP[2] = y >= userPaddleY - (20/2);
    assign UP[3] = y <= userPaddleY + (20/2);
    assign AP[0] = x >= audioPaddleX - (3/2);
    assign AP[1] = x <= audioPaddleX + (3/2);
    assign AP[2] = y >= audioPaddleY - (20/2);
    assign AP[3] = y <= audioPaddleY + (20/2);
    initial begin
        userPaddleX = 3;
        userPaddleY = 64/2;
        audioPaddleX = 96 - 3 - 1;
        audioPaddleY = 64/2;
    end
    wire [6:0] nextAudioY;
    assign nextAudioY = audioPaddleInitial - 3 * num;
    always @ (posedge clkPaddle) begin
        if (rst || !sw) begin
            userPaddleY <= 64/2;
            audioPaddleY <= 64/2;
        end else begin
            audioPaddleY <= nextAudioY >= 20/2 ? nextAudioY : 20/2;
            if (btnU)
                userPaddleY <= userPaddleY - 20/2 < 6 ? 20/2 : userPaddleY - 6;
            else if (btnD)
                userPaddleY <= userPaddleY + 20/2 + 6 >= 64 ? 
                               64 - 1 - 20/2 : userPaddleY + 6;
        end
    end
    assign userPaddleAppear = !(~UP);
    assign userPaddle_col = 16'b11111_000000_00000; 
    assign audioPaddleAppear = !(~AP);
    assign audioPaddle_col = 16'b00000_000000_11111;    
endmodule
`timescale 1ns / 1ps
module ball(
    input clk, E, rst,
    input [1:0] diff,  
    input [6:0] x,y,ypad_left,ypad_right,
    output ball_on, p1_pt, p2_pt
    );
    reg [1:0] count = 0;
    reg dx = 1,dy = 1;
    reg [1:0] st_state = 0;
    reg [6:0] x_ball = 96/2, y_ball = 64/2;
    wire [1:0] xvel;
    wire col_top, col_bot, restart;
    wire col_1_x, col_1_y, col_2_x, col_2_y;
    assign xvel = 1 + diff;
    assign col_bot = dy && y_ball + 2 + 1 == 64;
    assign col_top = ~dy && y_ball == 2;
    assign col_2_x = dx && x_ball + 2 + xvel >= 91;
    assign col_2_y = y_ball <= ypad_right + 20/2 &&  
                     y_ball >= ypad_right - 20/2;
    assign col_1_x = ~dx && x_ball - 2 - xvel <= 4;
    assign col_1_y = y_ball <= ypad_left + 20/2 && 
                     y_ball >= ypad_left - 20/2;
    assign p1_pt = x_ball > 91 + 2;
    assign p2_pt = x_ball < 4 - 2;
    assign ball_on = x > x_ball - 2 && x < x_ball + 2 &&
                     y > y_ball - 2 && y < y_ball + 2;
    assign restart = p1_pt || p2_pt || rst || !E;
    always @ (posedge clk) begin
        count <= count == diff ? 0 : count + 1; 
        if (restart) begin
            st_state <= st_state + 1;
            x_ball <= 96/2;
            y_ball <= 64/2;
            dx <= st_state[0];
            dy <= st_state[1];
        end else if (!count) begin
            dy <= col_top || col_bot ? ~dy : dy;
            dx <= col_2_x && col_2_y || col_1_x && col_1_y ? ~dx : dx;
            x_ball <= dx ? x_ball + xvel : x_ball - xvel;
            y_ball <= dy ? y_ball + 1 : y_ball - 1;
        end
    end
endmodule
`timescale 1ns / 1ps
module initpong(
    input clkseg,
    output reg [3:0] an = ~4'b0,
    output reg [7:0] seg = ~8'b0
    );
    reg [1:0] count = 0;
    always @ (posedge clkseg) begin
        count <= count + 1;
        an <= ~(1 << count);
        case (count)
            3: seg[6:0] <= 7'b0001100;  
            2: seg[6:0] <= 7'b1000000;  
            1: seg[6:0] <= 7'b0101011;  
            0: seg[6:0] <= 7'b0010000;  
        endcase
    end
endmodule
`timescale 1ns / 1ps
module pong(
    input clk, clkseg, btnU, btnD, btnR, flag,
    input [2:0] sw,
    input [6:0] x, y,
    input [3:0] num,
    output [15:0] oled_data,
    output [3:0] an,
    output [7:0] seg
    );
    wire [6:0] userPaddleX, userPaddleY, audioPaddleX, audioPaddleY;
    wire userPaddleAppear, audioPaddleAppear, ball_on, p1_pt, p2_pt;
    wire [15:0] userPaddle_col, audioPaddle_col;
    wire [3:0] an_init, an_score;
    wire [7:0] seg_init, seg_score;
    wire E;
    assign E = sw[0] && flag;
    airHockeyPaddles a0(.btnU(btnU), .btnD(btnD), .clkPaddle(clk), .sw(E), .rst(btnR),
                        .x(x), .y(y),.num(num),
                        .userPaddleAppear(userPaddleAppear), .audioPaddleAppear(audioPaddleAppear),  
                        .userPaddleX(userPaddleX), .userPaddleY(userPaddleY), 
                        .audioPaddleX(audioPaddleX), .audioPaddleY(audioPaddleY),
                        .userPaddle_col(userPaddle_col), .audioPaddle_col(audioPaddle_col));
    ball b0 (.clk(clk), .E(E), .rst(btnR), .diff(sw[2:1]), .x(x),.y(y), .ypad_left(userPaddleY),.ypad_right(audioPaddleY), 
             .ball_on(ball_on), .p1_pt(p1_pt), .p2_pt(p2_pt) );
    score s0 (.clk(clk), .clkseg(clkseg), .p1_pt(p1_pt), .p2_pt(p2_pt), .E(E), .rst(btnR), .an(an_score), .seg(seg_score));
    initpong i0 (clkseg, an_init, seg_init);
    assign an = E ? an_score : an_init;
    assign seg = E ? seg_score : seg_init;
    assign oled_data = userPaddleAppear ? userPaddle_col : audioPaddleAppear ? audioPaddle_col :
                       ball_on ? ~16'b0 : 16'b0;
endmodule
`timescale 1ns / 1ps
module pt7seg(
    input clk,
    input [6:0] pt,
    output reg [6:0] seg1, seg0
    );
    wire [3:0] n0,n1;
    assign n0 = pt % 10;
    assign n1 = pt / 10;
    always @ (posedge clk) begin
        case (n0)
        4'd0: seg0 <= 7'b1000000;
        4'd1: seg0 <= 7'b1111001;
        4'd2: seg0 <= 7'b0100100;
        4'd3: seg0 <= 7'b0110000;
        4'd4: seg0 <= 7'b0011001;
        4'd5: seg0 <= 7'b0010010;
        4'd6: seg0 <= 7'b0000010;
        4'd7: seg0 <= 7'b1111000;
        4'd8: seg0 <= 7'b0;
        4'd9: seg0 <= 7'b0010000;
        endcase
        case (n1)
        4'd0: seg1 <= 7'b1000000;
        4'd1: seg1 <= 7'b1111001;
        4'd2: seg1 <= 7'b0100100;
        4'd3: seg1 <= 7'b0110000;
        4'd4: seg1 <= 7'b0011001;
        4'd5: seg1 <= 7'b0010010;
        4'd6: seg1 <= 7'b0000010;
        4'd7: seg1 <= 7'b1111000;
        4'd8: seg1 <= 7'b0;
        4'd9: seg1 <= 7'b0010000;
        endcase
    end
endmodule
`timescale 1ns / 1ps
module score(
    input clk, clkseg, p1_pt, p2_pt, E, rst,
    output reg [3:0] an = ~4'b0,
    output reg [7:0] seg = ~8'b0
    );
    reg [6:0] p1 = 0, p2 = 0;
    reg [1:0] count = 0;
    wire [6:0] seg0, seg1, seg2, seg3;
    always @ (posedge clk) begin
        p1 <= !E || rst ? 0 : p1_pt ? p1 + 1 : p1;
        p2 <= !E || rst ? 0 : p2_pt ? p2 + 1 : p2;
    end
    pt7seg ps0(clk, p1, seg3, seg2);
    pt7seg ps1(clk, p2, seg1, seg0);
    always @ (posedge clkseg) begin
        count <= count + 1;
        an <= ~(1 << count);
        seg[7] <= count != 2;
        case (count)
            0: seg[6:0] <= seg0;
            1: seg[6:0] <= seg1;
            2: seg[6:0] <= seg2;
            3: seg[6:0] <= seg3;
        endcase
    end
endmodule
==> run.sh <==
#!/bin/bash
# OpenROAD 26Q1-2900-gdf79404cd8, Yosys 0.63+post, stock flow scripts
make -C /OpenROAD-flow-scripts/flow DESIGN_CONFIG=/design/flow/config.mk WORK_HOME=/design/flow/orfs finish
==> config.mk <==
export PLATFORM = sky130hd
export DESIGN_NAME = pong
export DESIGN_NICKNAME = pong
export VERILOG_FILES = /design/flow/design.v
export SDC_FILE = /design/flow/constraint.sdc
export NUM_CORES = 4
export LEC_CHECK = 1
export CORE_UTILIZATION = 40
==> constraint.sdc <==
current_design pong

set clk_period 5.5
set clk_io_pct 0.2

create_clock -name clk0 -period $clk_period [get_ports {clk}]
create_clock -name clk1 -period $clk_period [get_ports {clkseg}]

set non_clock_inputs [all_inputs -no_clocks]
set_input_delay [expr $clk_period * $clk_io_pct] -clock clk0 $non_clock_inputs
set_output_delay [expr $clk_period * $clk_io_pct] -clock clk0 [all_outputs]
==> job_summary.md <==
## Synthesis and layout report

| Metric | Value |
|---|---|
| Ys flops | `99` |
| R2R depth | `12` |
| Post-CTS Setup Inserts | `0` |
| Synthesis-to-layout area growth | `10.8%` |
| Critical Path AT | `4060 ps` |
| Global-route usage over all layers | `18.8%` |
| Worst-path clk slew | `70 ps` |
| Reg-to-reg endpoint | `b0.dx$_DFFE_PP_` |
| Distinct cells, synth | `92` |
| Post-synth EDFFs | `32` |
| Antenna violations before repair | `0` |
| Largest net degree at the start of global routing | `29` |
| Max cap viols | `0` |
| Max_slew headroom | `47.9%` |
| Wirelength per Cell | `14.8 microns` |
| Synthesized instance count | `1174` |
| CP startpoint | `b0.x_ball[1]$_SDFFE_PP0P_` |
| Synthesized chip area reported by yosys | `9720 sq um` |
| Chip height | `158 microns` |
| Hold Path Class | `register to register` |
| Ys flop type | `dfxtp_1` |
| Remaining global-route overflow | `0` |
| Power Density | `209 nW/um^2` |
| Hold_ws | `466 ps` |
| Log Warnings | `52` |
| Crit path top cell by count | `o21a_1` |
| Initial Util | `41.1%` |
| CP Data Required Time | `4400 ps` |
| Routed vias | `8105` |
| CP max stage cell | `dfxtp_1` |
| Crit. End Element | `output port` |
| Post-DRT Antenna Nets | `0` |
| N_diodes | `0` |
| CP Buf/Inv Count | `3` |
| TritonCTS Sinks | `99` |
| Number of placement rows | `56` |
| Leakage | `4.54 nW` |
| Die Width | `158 microns` |
| Status | `complete, no violations` |
| Worst Path Max Fanout | `11` |
| Worst Tran Pin Value | `778 ps` |
| Post_cts resized | `0` |
| Worst Setup EP | `oled_data[14]` |
| CP top delay family | `AND-OR/OR-AND gates` |
| Gpl congestion | `0.855` |
| Global-route wire length before repair | `36800 microns` |
| DRC | `0` |
| Critical path class | `register to output port` |
| Setup TNS | `0 ps` |
| Total Wirelength | `22200 microns` |
| Hold_buf cts | `0` |
| RSZ-0062 raised after global routing | `no` |
| Die area | `24900 sq um` |
| IO Pins | `55` |
| R2R setup slack | `1170 ps` |
| Seq share, synth | `23.7%` |
| I/O Buffers | `53` |
| First DRT Iteration DRCs | `446` |
| Share of cells above drive strength 1 | `5.65%` |
| Hold Vio Cnt, Final | `0` |
| Core area | `23700 sq um` |
| VDD IR max | `190 uV` |
| # Cells Yosys | `1174` |
| Via density per instance | `5.39` |
| CP Launch Type | `register` |
| Yosys Warn Count | `5` |
| Final setup skew | `12.0 ps` |
| Final tally of setup violations | `0` |
| Critical R2R Launch | `b0.x_ball[1]$_SDFFE_PP0P_` |
| Async set-reset flop share out of synthesis | `0%` |
| Stages on worst setup path | `12` |
| Fin. max-slew vios | `0` |
| Detailed Routing Iterations Pass 1 | `8` |
| Syn avg cell area | `8.28 sq um` |
| CTS tree | `built` |
| Hpwl dp | `16800 microns` |
| Number of global-route vias before repair | `7261` |
| Synth Cell Area | `9720 sq um` |
| Worst path max stage delay | `630 ps` |
| Cell Chain, Critical Path | `inv_1, ha_1, inv_1, ha_1, o21a_1, o21a_1, o21a_1, o21a_1, o211ai_1, nand4_1, o2bb2ai_1, clkdlybuf4s50_1` |
-- power breakdown --
group          total [mW]  internal, mW  switching, mW
combinational       0.620         0.295          0.326
sequential          0.843         0.786         0.0575
clock               0.792         0.468          0.324
total                2.26          1.55          0.707
-- layout make-up --
class                   count  area (sq um)
clock buffers              12           300
clock inverters             8           106
fillers                  2285         12900
inverters                  77           289
multi-input cells         925          6760
flip-flops and latches     99          2300
well taps                 319           399
repair buffers             64           613
-- placed cells by master (no fill, tap or decap), drive strengths merged, types with 5 or more instances in the layout --
| cell type | instances |
|---|---|
| a211oi | 15 |
| a21o | 30 |
| a21oi | 52 |
| a222oi | 8 |
| a31oi | 16 |
| and3 | 5 |
| buf | 11 |
| clkbuf | 12 |
| clkdlybuf4s50 | 53 |
| dfxtp | 67 |
| edfxtp | 32 |
| fa | 5 |
| ha | 135 |
| inv | 81 |
| mux2 | 9 |
| mux2i | 22 |
| nand2 | 91 |
| nand2b | 18 |
| nand3 | 44 |
| nand4 | 18 |
| nor2 | 97 |
| nor2b | 17 |
| nor3 | 26 |
| nor3b | 8 |
| nor4 | 12 |
| o211ai | 16 |
| o21a | 32 |
| o21ai | 65 |
| o221ai | 6 |
| o22ai | 6 |
| o31ai | 8 |
| or2 | 7 |
| or3 | 7 |
| xnor2 | 40 |
| xor2 | 30 |
-- layer usage --
layer	wire length, microns	vias to the layer above	global-route usage (%)	part of all wire, %
met5	0	-	0	0
met3	884	7	2.29	4.0
li1	-	4275	-	-
met2	9810	138	28.3	44
met4	142	0	1.85	0.64
met1	11400	3685	29.9	51
-- how the worst min path moves through the flow --
stage	startpoint	to	depth (start not counted)
CTS	b0.count[0]$_SDFF_PN0_	b0.count[0]$_SDFF_PN0_	1
global route	b0.count[0]$_SDFF_PN0_	b0.count[0]$_SDFF_PN0_	1
finish	b0.count[0]$_SDFF_PN0_	b0.count[0]$_SDFF_PN0_	1
-- synthesized netlist by cell type (6+ instances only) --
library cell  count  area, sq um
buf_4            17          128
nor2_1           95          357
edfxtp_1         32          961
o22ai_1           6         37.5
a211oi_1         15          113
a222oi_1          8         80.1
o21a_1           31          233
inv_1            73          274
nand2_1          91          342
o211ai_1         16          120
o31ai_1           7         52.6
a21oi_1          52          260
nand2b_1         18          113
buf_2            14         70.1
xor2_1           30          263
o21ai_0          49          245
nand3_1          44          220
mux2i_1          22          220
or3_1             7         43.8
nor2b_1          17          106
xnor2_1          39          342
nor4_1           11         68.8
o221ai_1          6         52.6
ha_1            135         1690
or2_2             6         37.5
nand4_1          17          106
o21ai_1          15         75.1
clkbuf_1         37          139
nor3b_1           8         60.1
nor3_1           24          120
dfxtp_1          67         1340
mux2_2            9          101
a31oi_1          15         93.8
a21o_1           30          225
-- stage by stage --
| step | instance area (sq um) | setup slack, ps | util (%) | std cells | power, mW |
|---|---|---|---|---|---|
| final | 10800 | 344 | 45.5 | 1504 | 2.26 |
| after global routing | 10800 | 54.2 | 45.5 | 1504 | 2.40 |
| after CTS | 10800 | 344 | 45.5 | 1504 | 2.29 |
| after detailed placement | 10400 | 371 | 43.8 | 1484 | 1.48 |
| after global placement | 10400 | 391 | 43.8 | 1484 | 1.47 |
| after floorplan | 9720 | 1110 | - | 1174 | 1.32 |
-- registers in the layout, summed over array words and instances, names as in the netlist, 3 cells and up --
signal	flops
a0.audioPaddleY	6
a0.userPaddleY	7
b0.x_ball	7
b0.y_ball	7
i0.an	4
i0.seg	5
s0.an	3
s0.p1	7
s0.p2	7
s0.ps0.seg0	7
s0.ps0.seg1	7
s0.ps1.seg0	7
s0.ps1.seg1	7
s0.seg	8
-- worst register-to-register path, stage by stage, from the launching register on --
cell	delay, ps
dfxtp_1	630
inv_1	290
ha_1	510
inv_1	130
nor3_1	250
buf_4	180
nand3_1	80
ha_1	280
or4b_2	660
nor4_1	320
nand4_1	110
or4_1	400
o211ai_1	180
-- logic make-up (layout without fill, tap and decap cells) --
family	after synthesis	in the layout	share of synthesized area, %
flip-flops	99	99	23.7
multiplexers	31	31	3.31
buffers and inverters	150	161	6.78
adder cells (fa/ha/maj)	141	141	18.5
AND/OR/NAND/NOR	371	371	19.1
AND-OR/OR-AND	312	312	22.2
XOR/XNOR	70	70	6.38
Power figures rest on the tool's default switching activity, not on a simulated workload.
