## flow/run.sh

```bash
#!/bin/bash
# OpenROAD 26Q1-2900-gdf79404cd8, Yosys 0.63+post, stock flow scripts
make -C /OpenROAD-flow-scripts/flow DESIGN_CONFIG=/design/flow/config.mk WORK_HOME=/design/flow/orfs finish
```

## flow/config.mk

```make
export PLATFORM = sky130hd
export DESIGN_NAME = menuGUI
export DESIGN_NICKNAME = menuGUI
export VERILOG_FILES = /design/flow/design.v
export SDC_FILE = /design/flow/constraint.sdc
export NUM_CORES = 4
export LEC_CHECK = 1
export CORE_UTILIZATION = 50
```

## flow/constraint.sdc

```tcl
current_design menuGUI

set clk_period 6.1
set clk_io_pct 0.2

create_clock -name clk0 -period $clk_period [get_ports {clk}]

set non_clock_inputs [all_inputs -no_clocks]
set_input_delay [expr $clk_period * $clk_io_pct] -clock clk0 $non_clock_inputs
set_output_delay [expr $clk_period * $clk_io_pct] -clock clk0 [all_outputs]
```

## flow/design.v

```verilog
`timescale 1ns / 1ps
module menuGUI(
    input clk, btnU, btnD, sw0,
    input [6:0] x, y,
    output reg [15:0] oled_data, 
    output reg [2:0] state
    );
    wire menuLength;
    wire [6:0] menuX;
    wire v, o, l, u, e, b, a, a1, r, w, Wa, Wa1, Wa2, Wv, We, E;
    wire p, p1, g, t, t1, Te, Te1, Tr, s, arrow1, arrow2, arrow3, arrow4;
    wire menu, volbar, pingpong, wave, tetris;
    wire boxwidth, box1, box2, box3, box4;
    wire [15:0] menudisp [4:0];
    assign menuLength = (y >= 3 && y <= 16);
    assign menuX[0] = (x == 26 || x == 27);
    assign menuX[1] = (x == 38 || x == 39);
    assign menuX[2] = (x == 42 || x == 43);
    assign menuX[3] = (x == 52 || x == 53);
    assign menuX[4] = (x == 60 || x == 61);
    assign menuX[5] = (x == 64 || x == 65);
    assign menuX[6] = (x == 70 || x == 71);
    assign E = (x >= 44 && x <= 49);
    assign v = (y >= 22 && y <= 26);
    assign o = (y >= 23 && y <= 27);
    assign l = (y >= 22 && y <= 28);
    assign u = (y >= 22 && y <= 27);
    assign e = (x >= 40 && x <= 42);
    assign b = (x >= 47 && x <= 49);
    assign a = (y >= 25 && y <= 28);
    assign a1 = (x >= 52 && x <= 54);
    assign r = (x == 58 || x == 59 || x == 60);
    assign p = (y >= 32 && y <= 38);
    assign p1 = (x == 13 || x == 14);
    assign g = (y == 32 || y == 38);
    assign w = (y >= 42 && y <= 47);
    assign Wa = (y >= 45 && y <= 48);
    assign Wa1 = (x >= 21 && x <= 23);
    assign Wa2 = (y >= 42 && y <= 48);
    assign Wv = (y >= 42 && y <= 46);
    assign We = (x >= 33 && x <= 35);
    assign t = (x >= 12 && x <= 16);
    assign t1 = (y >= 52 && y <= 58);
    assign Te = (x >= 18 && x <= 21);
    assign Te1 = (x >= 23 && x <= 27);
    assign Tr = (x == 29 || x == 30 || x == 31);
    assign s = (x >= 36 && x <= 39);
    assign arrow1 = (((y >= 23 && y <= 27) && x == 3) || (x == 4 && (y == 23 || y == 27))  || (x == 5 && (y == 24 || y == 26)) || (x == 6 && y == 25));
    assign arrow2 = (((y >= 33 && y <= 37) && x == 3) || (x == 4 && (y == 33 || y == 37))  || (x == 5 && (y == 34 || y == 36)) || (x == 6 && y == 35));
    assign arrow3 = (((y >= 43 && y <= 47) && x == 3) || (x == 4 && (y == 43 || y == 47))  || (x == 5 && (y == 44 || y == 46)) || (x == 6 && y == 45));
    assign arrow4 = (((y >= 53 && y <= 57) && x == 3) || (x == 4 && (y == 53 || y == 57))  || (x == 5 && (y == 54 || y == 56)) || (x == 6 && y == 55));
    assign menu = ((menuX[4:0] && menuLength)  
            || ((x == 28 && (y == 5 || y == 6)) || (x == 29 && (y == 6 || y == 7)) || (x == 30 && (y == 7 || y == 8)) || (x == 31 && (y == 8 || y == 9)) || ((x == 32 || x == 33) && (y == 9 || y == 10)))
            || (x == 34 && (y == 8 || y == 9)) || (x == 35 && (y == 7 || y == 8)) || (x == 36 && (y == 6 || y == 7)) || (x == 37 && (y == 5 || y == 6))  
            || (E && (y == 3 || y == 4 || y == 9 || y == 10 || y == 15 || y == 16))  
            || ((x == 53 && (y == 6 || y == 7)) || (x == 54 && (y == 7 || y == 8)) || (x == 55 && (y == 8 || y == 9)) || (x == 56 && (y == 9 || y == 10)) || (x == 57 && (y == 10 || y == 11)) || (x == 58 && (y == 11 || y == 12)))  
            || ((menuX[6:5] && (y >= 3 && y <= 14)) || ((x >= 66 && x <= 69) && (y == 15 || y == 16))));  
    assign volbar = ((v && (x == 12 || x == 16)) || (x == 13 && y == 27) || (x == 14 && y == 28) || (x == 15 && y == 27)  
                || (o && (x == 18 || x == 22) || ((y == 22 || y == 28) && (x == 19 || x == 20 || x == 21)))  
                || ((l && x == 24) || ((x == 25 || x == 26 || x == 27) && y == 28))  
                || ((u && (x == 29 || x == 32)) || ((x == 30 || x == 31) && y == 28))  
                || ((l && (x == 34 || x == 38)) || (y == 23 && (x == 35 || x == 37)) || (y == 24 && x == 36))  
                || ((l && x == 40) || (e && (y == 22 || y == 25 || y == 28)))  
                || ((l && x == 47) || (b && (y == 22 || y == 25 || y == 28)) || (x == 50 && (y == 23 || y == 24 || y == 26 || y == 27)))  
                || ((x == 56 && l) || (x == 52 && a) || (a1 && y == 26) || (x == 55 && y == 22) || (x == 54 && y == 23) || (x == 53 && y == 24))  
                || ((x == 58 && l) || ((y == 25 || y == 22) && r) || ((y == 23 || y == 24) && x == 61) || (x == 60 && y == 26) || (x == 61 && y == 27) || (x == 62 && y == 28)));  
    assign pingpong = ((p && x == 12) || (p1 && (y == 32 || y == 35)) || ((y == 33 || y == 34) && x == 15)  
                       || (x == 17 && p)  
                       || (((x == 19 || x == 23) && p) || (y == 34 && x == 20) || (y == 35 && x == 21) || (y == 36 && x == 22))  
                       || ((x == 25 && (y >= 33 && y <= 37)) || (g && (x == 26 || x == 27)) || ((y == 33 || y == 37) && x == 28) || (x == 29 && (y == 37 || y == 38)))  
                       || ((x == 33 && p) || ((x == 34 || x == 35) && (y == 32 || y ==35)) || ((y == 33 || y == 34) && x == 36))  
                       || (((x == 38 || x == 42) && (y >= 33 && y <= 37)) || ((x >= 39 && x <= 41) && (y == 32 || y == 38)))  
                       || (((x == 44 || x == 48) && p) || (y == 34 && x == 45) || (y == 35 && x == 46) || (y == 36 && x == 47))  
                       || ((x == 50 && (y >= 33 && y <= 37)) || (g && (x == 51 || x == 52)) || ((y == 33 || y == 37) && x == 53) || (x == 54 && (y == 37 || y == 38))));  
    assign wave = ((w && (x == 12 || x == 15 || x == 18)) || ((x == 13 || x == 14 || x == 16 || x == 17) && y == 48)  
                    || ((x == 24 && Wa2) || (x == 20 && Wa) || (Wa1 && y == 45) || (x == 23 && y == 42) || (x == 22 && y == 43) || (x == 21 && y == 44))  
                    || ((Wv && (x == 26 || x == 30)) || (x == 27 && y == 47) || (x == 28 && y == 48) || (x == 29 && y == 47))  
                    || (Wa2 && x == 32) || (We && (y == 42 || y == 45 || y == 48)));  
    assign tetris = (((t && y == 52) || (t1 && x == 14))  
                    || (((t1 && x == 18) || (Te && (y == 52 || y == 55 || y == 58))))    
                    || (((x >= 23 && x <= 27) && y == 52) || (t1 && x == 25))  
                    || ((x == 29 && t1) || ((y == 55 || y == 52) && Tr) || ((y == 53 || y == 54) && x == 31) || (x == 30 && y == 56) || (x == 31 && y == 57) || (x == 32 && y == 58)) 
                    || (x == 34 && t1) 
                    || (((y == 52 || y == 55 || y == 58) && s) || ((y == 53 || y == 54) && x == 36)) || ((y == 56 || y == 57) && x == 39));  
    assign boxwidth = (x >= 0 && x <= 95);
    assign box1 = (y >= 21 && y <= 29) && boxwidth && ~volbar && ~arrow1;
    assign box2 = (y >= 31 && y <= 39) && boxwidth && ~pingpong && ~arrow2;
    assign box3 = (y >= 41 && y <= 49) && boxwidth && ~wave && ~arrow3;
    assign box4 = (y >= 51 && y <= 59) && boxwidth && ~tetris && ~arrow4;
    assign menudisp[0] = (menu || volbar || pingpong || wave || tetris);
    assign menudisp[1] = (menu || pingpong || wave || tetris || box1);
    assign menudisp[2] = (menu || volbar || wave || tetris || box2); 
    assign menudisp[3] = (menu || volbar || pingpong || tetris || box3); 
    assign menudisp[4] = (menu || volbar || pingpong || wave || box4); 
    always @ (posedge clk) begin
       state <= btnU && state != 0 ? state - 1 : btnD && state != 4 ? state + 1 : state;
    end
    always @ (*) begin
        if(sw0)
           oled_data = menudisp[state] ? 16'b0 : ~16'b0;
        else
           oled_data = menudisp[state] ? ~16'b0 : 16'b0; 
    end 
endmodule
```

==> summary.txt <==
run results: path type of the worst setup path in2out, Cell area leaders nand2_1, a21oi_1, buf_4, synthesized area per cell roughly 6.5 um2, clock sink total 3, Init Core Util between 50% and 60%, fin cells around 690, Mapped Area 0.00307 mm2, Post-synth regs 3, via density per instance approximately 6.8, status finished clean, Top reg by flops state, Final Cycle Share 98.2%, Final Skew 0.00299 ns, Final Hold Viols 0, Starting DRT DRC Count ~600, WP data required roughly 4.9 ns, layout cells sized above 1 34.0%, Synth cell types 72, TritonCTS clock tree done, initial antenna violation count 0, biggest regs state (3), Synth Instances 476, power per cell area between 100 and 150 mW/mm2, Final HPWL DP roughly 11000 um, Post-DRT Antenna Nets 0, Hold Path Class reg2reg, vias in the first global route 4153, port bufs 36, Clock transition at path regs roughly 0.030 ns, Core Area 0.00592 mm2, Die Wd about 80 um, # DRC 0, Clock Path Buffers 2, routed len/inst 21.1 um, cell taking the most area after synthesis nand2_1, die area roughly 0.0065 mm2, final core utilization about 82%, H-Tree Depth 1, P&R area growth vs syn 58.0%, Root Buffer clkbuf_8, clock latency (worst-skew pair) ~0.22 ns, Critical Path Fanout Max 8, max-slew violation count 0, Rows 28, EDFF count, synth 3, first-pass GRT wire length between 20000 and 25000 um, largest net degree at the start of global routing 18, tool warnings 29, Tot GR Track Use 44.4%, sequential share of power under 10%, Placer Congestion ~1.2, CP Capture Type output pin, Synth top cell by count nand2_1, top cells by count nand2_1, a21oi_1, nor2_1, Area leader share 4.88%, sequential area share after synthesis around 3%, Vert. Die Dim about 80 um, Ports 37, critical path data arrival time approximately 4.8 ns, Inst Count DP 668, VDD IR max roughly 0.00032 V, cts bufs inserted 3, crit path time final ~6.0 ns, Slew @ Worst Pin 0.556 ns, yosys stat chip area approximately 0.0031 mm2, cell leakage power between 2 and 2.5 nW, FMAX ~170 MHz, Internal Power 0.000401 W, maxcap violations 0, ys flop type edfxtp_1, clock power share 9.0%, via count 4662, NetSw 0.000250 W, Worst Setup Start Kind input pin, switch share a little under two fifths, Max-slew headroom approximately 63%, yosys stat cell total ~480, Comb power frac between 80% and 90%, # diodes 0, final WL ~15000 um, DRT Pass-1 Iters 9, asr flop ratio synth 0%, YS warnings 1, Largest register FFs 3, Final setup viols 0, total gr overflow 0
worst max-delay path, cell delays in order:
cell and delay, ns:
clkdlybuf4s50_1 0.56, or4b_2 0.20, buf_4 0.13, o32ai_1 0.07
or4_1 0.53, or4_4 0.54, buf_6 0.15, o41ai_2 0.17
and4b_1 0.24, a31oi_2 0.09, xor2_1 0.21, buf_4 0.19
clkdlybuf4s50_1 0.47
power groups by stage:
| stage | Clock (W) | Combinational, W | Sequential, W |
|---|---|---|---|
| 4_1_cts | 0.0000600 | 0.000508 | 0.0000537 |
| 5_1_grt | 0.0000622 | 0.000582 | 0.0000556 |
| 6_report | 0.0000583 | 0.000539 | 0.0000539 |
per-stage QoR:
stage	area [um2]	TNS [ns]	setup WS (ns)	power [W]	hold slack, ns
final	4860	0	0.110	0.000651	0.660
after global routing	4860	-0.00508	-0.00508	0.000700	0.688
after CTS	4640	0	0.00448	0.000621	0.655
after detailed placement	4370	-2.84	-0.183	0.000531	0.640
after global placement	4370	-3.24	-0.203	0.000524	0.634
after floorplan	3070	0	0.549	0.000328	0.573
layout make-up:
| cell class | count | area (um2) |
|---|---|---|
| inverters | 12 | 45.0 |
| clock buffers | 4 | 45.0 |
| repair buffers | 200 | 1770 |
| multi-input cells | 393 | 2820 |
| flip-flops and latches | 3 | 90.1 |
| fillers | 386 | 1060 |
| well taps | 75 | 93.8 |
placed cells by master (no fill, tap or decap), types with 5 or more instances in the layout:
| master | count |
|---|---|
| buf_4 | 147 |
| nand2_1 | 39 |
| a21oi_1 | 29 |
| nor2_1 | 28 |
| clkdlybuf4s50_1 | 22 |
| nand3_1 | 21 |
| nor3_1 | 18 |
| nor2b_1 | 16 |
| o21ai_0 | 13 |
| inv_1 | 12 |
| nand2b_1 | 11 |
| nor3b_1 | 10 |
| nor4bb_1 | 9 |
| nor4_1 | 9 |
| or3_1 | 9 |
| buf_6 | 8 |
| o211ai_1 | 7 |
| o22ai_1 | 7 |
| and3b_1 | 7 |
| o21ai_1 | 7 |
| o32ai_1 | 7 |
| dlygate4sd2_1 | 7 |
| xnor2_1 | 6 |
| a32oi_1 | 6 |
| a211oi_1 | 6 |
| o21a_1 | 6 |
| ha_1 | 6 |
| buf_12 | 6 |
| and3_1 | 5 |
| nand3b_1 | 5 |
| nand4_1 | 5 |
| dlymetal6s2s_1 | 5 |
path summary, 6_finish.rpt:
path                            cells past startpoint  slack (ns)                  to                from
worst max-delay path                               13        0.11       oled_data[15]                y[6]
worst min-delay path                                1        0.66  state[0]$_DFFE_PP_  state[0]$_DFFE_PP_
worst max register to register                      5        4.50  state[0]$_DFFE_PP_  state[0]$_DFFE_PP_
worst min register to register                      1        0.66  state[0]$_DFFE_PP_  state[0]$_DFFE_PP_
routing by layer:
layer  vias up  track usage [%]  wire (um)
met1      2080             63.2       5770
met2       412             63.1       5920
met3        80             10.6       2110
met4         0             19.5        716
li1       2090                -          -
met5         -                0          0
logic make-up after synthesis:
group                    count (synthesis)  synth area share (%)
multiplexers                             5                  1.67
AND/OR/NAND/NOR                        236                  45.8
AND-OR/OR-AND                          135                  30.9
XOR/XNOR                                11                  3.38
buffers and inverters                   80                  12.9
flip-flops                               3                  2.93
adder cells (fa/ha/maj)                  6                  2.44
what timing repair did:
action / 4_1_cts / 5_1_grt
setup buffers: 1 / 10
pin swaps: 7 / 15
hold buffers: 0 / 0
resized: 34 / 38
cloned: 4 / 0
endpoints found under the setup margin: 16 / 16
Power figures rest on the tool's default switching activity, not on a simulated workload.
